==> config.mk <==
export PLATFORM = sky130hd
export DESIGN_NAME = ripple_carry_adder_subtractor
export DESIGN_NICKNAME = ripple_carry_adder_subtractor
export VERILOG_FILES = /design/flow/design.v
export SDC_FILE = /design/flow/constraint.sdc
export NUM_CORES = 4
export LEC_CHECK = 1
export CORE_AREA = 10 10 111 111
export DIE_AREA = 0 0 121 121
==> constraint.sdc <==
current_design ripple_carry_adder_subtractor

set clk_period 12.6
set clk_io_pct 0.2

create_clock -name clk0 -period $clk_period

set non_clock_inputs [all_inputs -no_clocks]
set_input_delay [expr $clk_period * $clk_io_pct] -clock clk0 $non_clock_inputs
set_output_delay [expr $clk_period * $clk_io_pct] -clock clk0 [all_outputs]
==> design.v <==
module ripple_carry_adder_subtractor(S, C, V, A, B, Op);
   parameter N=16;
   output [(2*N-1):0] S;
   output 	C;
   output 	V;
   input [(2*N-1):0] A;
   input [(2*N-1):0] B;
   input 	Op;   
   genvar i;
   wire [(2*N):0] temp_c;
   wire [(2*N-1):0] temp_xor;
   wire [(2*N-1):0] temp_op;
   assign temp_c[0]=Op;
   assign temp_op={{(2*N-1){Op}},Op};
   assign temp_xor=B^temp_op;
   assign C=temp_c[(2*N)]^Op;
   assign V=temp_c[(2*N)]^temp_c[(2*N-1)];
   generate
		for(i = 0; i <= (2*N-1); i = i + 1)
		begin
			full_adder u_full_adder_inst (S[i], temp_c[i+1], A[i], temp_xor[i], temp_c[i]);
		end
   endgenerate
endmodule  
module full_adder(S, Cout, A, B, Cin);
   output S;
   output Cout;
   input  A;
   input  B;
   input  Cin;
   assign S=A^B^Cin;
   assign Cout= (A & B) | ((A | B) & Cin);
endmodule
==> run.sh <==
#!/bin/bash
# OpenROAD 26Q1-2900-gdf79404cd8, Yosys 0.63+post, stock flow scripts
make -C /OpenROAD-flow-scripts/flow DESIGN_CONFIG=/design/flow/config.mk WORK_HOME=/design/flow/orfs finish
==> results.sh <==
# yosys + openroad results
export IMPL_status="complete, but fails checks"
export IMPL_violations="negative setup slack"
export IMPL_vias=1060
export IMPL_synth_area_mm2=0.00145
export IMPL_die_width_um=121
export IMPL_hold_viol=0
export IMPL_hold_buffers=0
export IMPL_regArea_um2=0
export IMPL_drive_above_1_share_pct=31.2
export IMPL_drtPass1Iterations=2
export IMPL_vdd_drop_max_mv=0.0235
export IMPL_fin_crit_sh_pct=130
export IMPL_tightest_slew_ns=0.282
export IMPL_leakage_uw=0.00105
export IMPL_min_path_type="in2out"
export IMPL_critPathKind="in2out"
export IMPL_drc=0
export IMPL_cp_end_kind="output port"
export IMPL_die_y_um=121
export IMPL_whs_ns=5.58
export IMPL_io_pins=99
export IMPL_dpl_cell_count=359
export IMPL_rows=36
export IMPL_startpoint_type="input port"
export IMPL_cp_required_ns=10.08
export IMPL_totalPowerFinal_uw=145
export IMPL_place_gp_congestion=0.738
export IMPL_slew_violations=0
export IMPL_fmax_mhz=61.0
export IMPL_ys_cells=159
export IMPL_place_hpwl_um=3530
export IMPL_finalNonFillerCells=364
export IMPL_post_place_ws_ns=-4.39
export IMPL_grtUsageTotal_pct=4.80
export IMPL_avgRoutedWirePerCell_um=10.1
export IMPL_diodes=0
export IMPL_grt_pass1_vias=1183
export IMPL_synthCells=159
export IMPL_worst_path_max_fanout=4
export IMPL_arrival_ns=13.87
export IMPL_grt_setup_unrepaired="true"
export IMPL_powerDensity_mw_per_mm2=59.5
export IMPL_setup_violations=13
export IMPL_synth_cell_type_count=9
export IMPL_synth_top_area_share_pct=42.9
export IMPL_fill_cells=1043
export IMPL_drv_cap=0
export IMPL_postRouteAntennaNets=0
export IMPL_ff_count=0
export IMPL_grt_pass1_wl_um=5780
export IMPL_avgSynthCellArea_um2=9.09
export IMPL_die_area_mm2=0.0146
export IMPL_yosys_area_mm2=0.00145
export IMPL_wl_um=3690
export IMPL_cp_common_cell="fa_2"
export IMPL_slowest_delay_ns=0.38
export IMPL_avgViaCountPerCell=2.91
export IMPL_path_delay_family="adder cells"
export IMPL_synth_top_cell_by_area="fa_1"
export IMPL_period_minus_slack_ns=16.39
export IMPL_fp_util_pct=14.6
export IMPL_finalWorstSetupSlack_ns=-3.79
export IMPL_relSlewSlack_pct=81.2
export IMPL_synthTopCellsByCount="57 x inv_1, 32 x buf_4, 31 x fa_1, 28 x xnor2_1, 6 x xor2_1"
export IMPL_synthTopCellsByArea="fa_1 43%, xnor2_1 17%, buf_4 17%"
export IMPL_yosysWarnings=0
export IMPL_grt_max_degree=17
export IMPL_clockBufferCount=0
export IMPL_crit_buf_inv=10
export IMPL_yosysSeqAreaShare_pct=0
export IMPL_antenna_found_initial=0
export IMPL_most_common_cell="inv_1"
export IMPL_tns_ns=-27.46
export IMPL_crit_slowest_cell="fa_2"
export IMPL_tool_warnings=35
export IMPL_core_area_mm2=0.00986
export IMPL_area_delta_synth_final_pct=68.6
export IMPL_port_buffers=99
export IMPL_grt_ovfl_total=0
export IMPL_comb_area_mm2=0.00104
export IMPL_drt_iter0_markers=7
==> stage by stage <==
| stage | utilization, % | instance area, um^2 |
|---|---|---|
| 6_report | 24.7 | 2440 |
| 3_3_place_gp | 24.4 | 2410 |
| 5_1_grt | 24.7 | 2440 |
| 4_1_cts | 24.3 | 2400 |
| 3_5_place_dp | 24.4 | 2410 |
| 2_1_floorplan | - | 1530 |
==> report_power, final <==
part	internal, uW	switching (uW)	leakage (uW)	total [uW]
Sequential	0	0	0	0
Clock	0	0	0	0
Combinational	96.9	48.1	0.00105	145
==> logic make-up (layout without fill, tap and decap cells) <==
| logic type | Yosys count | in the layout | synth area share [%] |
|---|---|---|---|
| buf+inv | 93 | 165 | 35.7 |
| xor+xnor | 34 | 34 | 20.6 |
| fa+ha+maj | 31 | 31 | 42.9 |
| mux | 1 | 1 | 0.779 |
==> tightest hold or removal path, delay by kind of cell <==
| kind | cells | cell delay [ns] |
|---|---|---|
| xor+xnor | 1 | 0.06 |
| buf+inv | 2 | 0.49 |
==> layout by cell type, fill, tap and decap left out <==
master / count
buf_12: 1
buf_2: 11
buf_4: 7
buf_6: 7
clkbuf_2: 1
clkdlybuf4s50_1: 78
dlygate4sd2_1: 3
fa_2: 31
inv_1: 46
inv_2: 11
mux2_4: 1
xnor2_1: 27
xnor2_2: 1
xor2_1: 5
xor2_4: 1
==> timing repair <==
item,CTS,global route
cloned,0,0
gates resized,70,16
endpoints found under the setup margin,15,14
buffers inserted,4,1
pin swaps,2,1
==> metal layers <==
metal | vias up | track usage, % | share of wire [%]
li1 | 528 | - | -
met1 | 477 | 5.61 | 38
met2 | 55 | 8.30 | 49
met3 | 0 | 2.31 | 14
met4 | 0 | 0 | 0
met5 | - | 0 | 0
==> cell type report <==
| type | instances | share of cell area, % |
|---|---|---|
| timing repair buffer | 108 | 41.8 |
| multi-input combinational | 66 | 42.6 |
| inverter | 57 | 8.78 |
| tap | 133 | 6.83 |
==> path summary, 6_finish.rpt <==
kind / start / end / slack, ns / cells past startpoint
max: Op / C / -3.79 / 43
min: B[0] / S[0] / 5.58 / 3
Power figures rest on the tool's default switching activity, not on a simulated workload.
